## flow/design.v

```verilog
module spr_sync( clk , rst_n , rx_valid , din , tx_valid , dout );
parameter MEM_DEPTH = 256 ;
parameter ADDR_SIZE = 8 ;
input clk , rst_n , rx_valid ;
input [9:0] din ;
output reg tx_valid ;
output reg [7:0] dout ;
reg [7:0] mem [MEM_DEPTH-1:0] ;
reg [ADDR_SIZE-1:0] addr_wr , addr_rd ;
wire [1:0] command = din [9:8] ;
wire [7:0] data = din [7:0] ;
always @( posedge clk ) begin
    if (!rst_n) begin
        addr_wr <= 0 ;
        addr_rd <= 0 ;
        dout <= 0 ;
        tx_valid <= 0 ; 
    end
    else begin
        tx_valid <= 0 ;
        if (rx_valid) begin
            case (command)
                2'b00: addr_wr <= data ;
                2'b01: mem[addr_wr] <= data ;
                2'b10: addr_rd <= data ;
                default : begin
                    dout <= mem[addr_rd] ;
                    tx_valid <= 1 ;
                end      
            endcase
        end
    end
end
endmodule
module spi_slave ( clk , rst_n , SS_n , MOSI , tx_valid , tx_data , MISO , rx_valid , rx_data );
parameter IDLE = 3'b000 ; 
parameter CHK_CMD = 3'b001 ;
parameter WRITE = 3'b010 ;
parameter READ_ADDRESS = 3'b011 ;
parameter READ_DATA = 3'b100 ;
input clk , rst_n , SS_n , MOSI , tx_valid ;
input [7:0] tx_data ;
output reg MISO , rx_valid ;
output reg  [9:0] rx_data ;
reg [9:0] rx_data_reg;
reg [7:0] tx_data_reg ;
reg [3:0] count_write;
(* fsm_encoding = "gray" *) reg [2:0] cs, ns ;
reg [3:0] count_read;
reg read_address_is_done;
always @(*) begin
    case (cs)
        IDLE :  
            if (SS_n) begin
                ns = IDLE ;
            end
            else begin
                ns = CHK_CMD ;
            end
        CHK_CMD:
            if (SS_n) begin
                ns = IDLE ;
            end
            else begin
                if (MOSI == 0) begin
                    ns = WRITE ;
                end
                else begin
                    if (read_address_is_done) begin
                        ns = READ_DATA ;
                    end 
                    else begin
                        ns = READ_ADDRESS ;
                    end
                end
            end 
        WRITE:       
            if (SS_n) begin
                ns = IDLE ;
            end
            else begin
                ns = WRITE ;
            end
        READ_ADDRESS:       
            if (SS_n) begin
                ns = IDLE ;
            end
            else begin
                ns = READ_ADDRESS ;
            end  
        READ_DATA:       
            if (SS_n) begin
                ns = IDLE ;
            end
            else begin
                ns = READ_DATA ;
            end                    
        default:  ns = IDLE;
    endcase
end
always @(posedge clk) begin
    if (!rst_n) begin
        cs <= IDLE;
    end else begin
        cs <= ns;
    end
end
always @( posedge clk ) begin
    if (!rst_n) begin
        rx_data_reg <= 0;
        tx_data_reg <= 0;
        count_write <= 0;
        count_read <= 0;
        read_address_is_done <= 0;
        rx_data <= 0;
        rx_valid <= 0;
        MISO <= 0;
    end 
    else begin
        case (cs)
            WRITE: 
                if (count_write < 10 ) begin     
                    rx_data_reg <= {rx_data_reg[8:0], MOSI};
                    count_write <= count_write + 1 ;
                    rx_valid  <= 0 ;
                end 
                else begin
                    rx_data   <= rx_data_reg;
                    rx_valid  <= 1;
                    count_write <= 0;
                end
            READ_ADDRESS: 
                if (count_write < 10 ) begin     
                    rx_data_reg <= {rx_data_reg[8:0], MOSI};
                    count_write <= count_write + 1 ;
                    rx_valid  <= 0 ;
                end 
                else begin
                    rx_data   <= rx_data_reg;
                    rx_valid  <= 1;
                    count_write <= 0;
                    read_address_is_done <= 1 ;
                end
            READ_DATA: begin
    case (count_read)
        0: begin
            if (count_write < 10) begin
                rx_data_reg <= {rx_data_reg[8:0], MOSI};
                count_write <= count_write + 1;
                rx_valid <= 0;
            end else begin
                rx_data <= rx_data_reg;
                rx_valid <= 1;
                count_write <= 0;
                count_read <= 1;
            end
        end
        1: begin
            if (tx_valid) begin
                tx_data_reg <= tx_data;
                count_read <= 2;
            end
        end
        2,3,4,5,6,7,8,9: begin
            MISO <= tx_data_reg[7];
            tx_data_reg <= {tx_data_reg[6:0], 1'b0};
            count_read <= count_read + 1;
        end
        10: begin
            count_read <= 0;
            read_address_is_done <= 0;
        end
        default: begin
            count_read <= 0;
        end
    endcase
end
            default: begin
                rx_data_reg <= 0;
                tx_data_reg <= 0;
                count_write <= 0;
                count_read <= 0;
                rx_valid <= 0 ;
            end
        endcase
    end
end
endmodule
module project_2 ( clk , rst_n , SS_n , MOSI , MISO );
input clk , rst_n , SS_n , MOSI ;
output MISO ;
wire tx_valid , rx_valid ;
wire [7:0] tx_data ;
wire [9:0] rx_data ;
spi_slave slave ( clk , rst_n , SS_n , MOSI , tx_valid , tx_data , MISO , rx_valid , rx_data );
spr_sync ram ( clk , rst_n , rx_valid , rx_data , tx_valid , tx_data );
endmodule
```

## flow/run.sh

```bash
#!/bin/bash
# OpenROAD 26Q1-2900-gdf79404cd8, Yosys 0.63+post, stock flow scripts
make -C /OpenROAD-flow-scripts/flow DESIGN_CONFIG=/design/flow/config.mk WORK_HOME=/design/flow/orfs finish
```

## flow/config.mk

```make
export PLATFORM = sky130hd
export DESIGN_NAME = project_2
export DESIGN_NICKNAME = project_2
export VERILOG_FILES = /design/flow/design.v
export SDC_FILE = /design/flow/constraint.sdc
export NUM_CORES = 4
export LEC_CHECK = 1
export CORE_UTILIZATION = 40
```

## flow/constraint.sdc

```tcl
current_design project_2

set clk_period 38.4
set clk_io_pct 0.2

create_clock -name clk0 -period $clk_period [get_ports {clk}]

set non_clock_inputs [all_inputs -no_clocks]
set_input_delay [expr $clk_period * $clk_io_pct] -clock clk0 $non_clock_inputs
set_output_delay [expr $clk_period * $clk_io_pct] -clock clk0 [all_outputs]
```

==> out/metrics.cfg <==
[outcome]
status=completed

[routing]
wl_met1_mm=70.6
vias_per_cell=5.73
drc=0
wl_met2_mm=98.2
ant_nets=0
dr.pass1.iters=6
drt-total-wl_mm=211
vias=40300
drt_iter0_markers=3006
dr_wl_met3_mm=35.3
post_drt_wl_per_cell_um=30.0
highest-signal-layer=met5

[floorplanning]
dieHeight_um=456
rows=166
top_level_ports=5
core_region_area_mm2=0.205
die_width_um=456
chipArea_mm2=0.208
initCoreUtil_pct=40.3

[cells_and_area]
drive_gt1_share_pct=21.2
area_delta_synth_final_pct=11.9
largest_reg_flops=2048
final_area_mm2=0.0923

[worst_hold_path]
hp-class=reg2reg

[placed_design]
gp_congestion=0.954
placed_cell_area_mm2=0.0855
port_buffers=4
dp_hpwl_mm=131

[logic_synthesis]
topCellsByArea=edfxtp_1 (75%), mux4_2 (12%), mux2i_1 (3.2%)
synth_cells=4058
ys_ff=2117
ys_seq_share_pct=76.2
edf_count=2048
synth_cell_types=65
yosysTopAreaCell=edfxtp_1
synth_top_area_share_pct=74.5
netlist_area_mm2=0.0825
yosys_area_mm2=0.0825
ys_warn_count=3
flop_cell=edfxtp_1
synth-async-reset-ratio_pct=0
synth_stat.cells=4058
avgSynthCellArea_um2=20.3

[clock_network]
cts-buffers-inserted=202
cts_tree=done
root_buffer=clkbuf_16
cts_resized=0
cts_max_path_buffers=3
clk_latency_ps=840
clkTransAtPathRegs_ps=60
ctsHtreeMaxLevel=4
post_cts_buffers=0
ctsHoldBuffers=0
cts.sink_count=2117

[worst_setup_path]
worst-path-max-fanout=9
cp.arrival_ps=11110
path_class=in2reg
end_kind=flip-flop
startpoint_type=primary input
worstPathRequired_ps=38850

[sta]
clock.fmax_mhz=93.8
worstMarginPinSlew_ps=920
relSlewSlack_pct=38.5
rsz0062_at_grt=no
clock_skew_ps=35.2
setup_viol=0
post-route-period-util_pct=27.8
drv_slew=0
period_minus_slack_ps=10660
fin_tns_setup_ps=0
hold_viol=0

[global_routing]
grt_start_max_net_pins=111
overflow=0
gr-usage-all-layers_pct=22.5
grt_pass1_wl_mm=308
antenna_found_initial=2
grt_pass1_vias=44800

[power]
power_leakage_nw=27.8
vdd_drop_max_uv=40.8
power.density_mw_per_mm2=49.0

[run]
maxCapViolCount=0
warnings=35

## worst paths after layout
path | slack (ps) | to | cells past startpoint | startpoint
worst max register to register | 33120 | ram.dout[7] | 10 | ram.addr_rd[0]
worst max-delay path | 27740 | ram.mem[66][6] | 7 | rst_n
worst min register to register | 410 | slave.cs[3] | 2 | slave.cs[0]
worst min-delay path | 410 | slave.cs[3] | 2 | slave.cs[0]
## power by group
group	switching [mW]	total [mW]	internal [mW]
sequential	0.000220	2.49	2.49
combinational	0.00222	0.00328	0.00106
clock	0.859	2.03	1.17
## layout make-up
cell class,instances,area (µm²)
Antenna cell,2,5.00
Clock buffer,242,5360
Clock inverter,132,1470
Fill cell,16900,112000
Inverter,13,53.8
Multi-Input combinational cell,1694,18000
Sequential cell,2117,62900
Tap cell,2688,3360
Timing Repair Buffer,148,1210
## per-layer routing
metal	global-route usage [%]	up-vias
li1	-	17000
met5	0.850	-
met2	32.3	2852
met3	17.3	341
met1	27.7	20100
met4	5.48	6
## cell families after synthesis
logic type	synth area share, %
muxes	15.5
adders and majority gates	0.0758
buffers and inverters	2.08
and+or+nand+nor	3.24
DFF	76.2
AOI/OAI and AO/OA	2.93
## per-stage QoR
stage                     hold slack, ps  utilization, %  total power, mW  worst slack (ps)  cells
after floorplan                      394               -             2.54             28780   4058
after global placement               402            41.8             2.54             27070   6660
after detailed placement             403            41.8             2.54             26980   6660
after CTS                            412            45.1             4.56             27850   7034
after global routing                 447            45.1             4.65             27680   7035
final                                413            45.1             4.53             27740   7036
## cells in the final DEF, fill, tap and decap left out, types with 31 or more instances in the layout
master,netlist,layout
edfxtp_1,2048,2048
nand2_1,127,125
buf_4,46,137
clkbuf_16,0,209
o21ai_0,31,31
dfxtp_1,69,57
mux4_2,427,427
clkinv_2,0,38
nand3_1,33,33
nor2_1,353,351
mux2i_1,266,266
o221ai_1,47,47
clkinv_1,0,37
clkbuf_1,80,32
nor3_1,46,45
a21oi_1,50,50
o22ai_1,85,85
## critical path, cell delays in order
cell and delay, ps:
clkdlybuf4s50_1 620, nand2_1 270, or2_2 360, nor3b_1 500, nand2_1 670, buf_4 430, nor2_1 550
## Yosys cell counts, drive strengths merged (13+ instances only)
| library cell | n |
|---|---|
| nand3 | 33 |
| a21oi | 50 |
| a22oi | 24 |
| nor4 | 15 |
| buf | 154 |
| dfxtp | 69 |
| a2111oi | 20 |
| o22ai | 85 |
| inv | 13 |
| clkbuf | 80 |
| nor2 | 353 |
| nand2 | 127 |
| o221ai | 47 |
| mux4 | 442 |
| a22o | 15 |
| edfxtp | 2048 |
| mux2i | 266 |
| nor3 | 46 |
| o21ai | 35 |
Power figures rest on the tool's default switching activity, not on a simulated workload.
